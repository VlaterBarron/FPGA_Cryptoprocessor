==> flow/design.v <==
module CRYPTO_PROCESSOR #(parameter DBITS = 8)(
	input wire clk, rst, en, select,
	input wire [DBITS-1:0] plain_text,
	output wire [DBITS-1:0] led_out,
	output wire tx
);
	wire [DBITS-1:0] cipher_text, plain_text_reg;
	wire send_to_uart, send_to_crypto;
	parameter N = 9, M = 325;
	wire tx_done_tick;
	wire [N-1:0] q;
	debounce btn_debounce(
		.clk(clk),
		.rst(rst),
		.btn(en),
		.db_level(),
		.db_tick(send_to_crypto)
	);
	Crypto_Module #(.N(DBITS)) crypto_mod(
		.clk(clk),
		.rst(rst),
		.en(!send_to_crypto),
		.plain_text(plain_text),
		.send_to_uart(send_to_uart),
		.cipher_text(cipher_text),
		.plain_text_reg(plain_text_reg)
	);
	uart_tx uart_tx_mod(
		.clk(clk),
		.reset(rst),
		.tx_start(send_to_uart),
		.s_tick(s_tick),
		.din(cipher_text),
		.tx_done_tick(tx_done_tick),
		.tx(tx)
	);
	mux #(.N(DBITS)) mux1 (
		.select(select),
		.in_1(cipher_text),
		.in_2(plain_text_reg),
		.out(led_out)
	);
	mod_m_counter #(.N(N),.M(M)) counter(
		.clk(clk),
		.rst(rst),
		.max_tick(s_tick),
		.q(q)
	);
endmodule
module Crypto_Module #(parameter N = 8) (
	input wire clk, rst, en,
	input wire [N-1:0] plain_text,
	output wire [N-1:0] cipher_text,
	output wire [N-1:0] plain_text_reg,
	output wire send_to_uart
);
	wire [N-1:0] seed;
	wire send;
	scrambler #(.N(N)) scram(
		.clk(clk),
		.rst(rst),
		.en(send),
		.data_in(plain_text),
		.seed(seed),
		.data_out(cipher_text),
		.send_to_uart(send_to_uart),
		.data_in_reg(plain_text_reg)
	);
	Tausworthe #(.N(N)) taus(
		.clk_in(clk),
		.reset_in(rst),
		.en_in(en),
		.send(send),
		.urng_out(seed)
	);
endmodule
`timescale 1ns / 1ps
module Tausworthe #(parameter N = 8)(
    input wire clk_in,
	 input wire reset_in,
    input wire en_in,
	 output wire send,
    output wire [N-1:0] urng_out
);
localparam IDLE = 1'b0, GENERATE = 1'b1;
reg [31:0] s0, s1, s2;
reg [31:0] next_s0, next_s1, next_s2;
reg [31:0] urng_out_r, next_urng_out;
reg state, next_state;
reg done, next_done;
reg [31:0] c0, c1, c2;
	always@(posedge clk_in or negedge reset_in) begin
		if(!reset_in) begin
			state <= 0;
			s0 <= 32'h00FFFFFF;
			s1 <= 32'h00CCCCCC;
			s2 <= 32'h00FF00FF;
			c0 <= 32'hFFFFFFFE;
			c1 <= 32'hFFFFFFF8;
			c2 <= 32'hFFFFFFF0;
			urng_out_r <= 0;
			done <= 0;
		end else begin
			state <= next_state;
			s0 <= next_s0;
			s1 <= next_s1;
			s2 <= next_s2;
			urng_out_r <= next_urng_out;
			done <= next_done;
		end
	end
	always @* begin
		next_state = state;
		next_urng_out = urng_out_r;
		next_done = 0;
		next_s0 = s0;
		next_s1 = s1;
		next_s2 = s2;
		case(state) 
			IDLE: begin
				if(!en_in) begin
					next_state = GENERATE;
				end 
			end
			GENERATE: begin
				next_s0 = ((s0 & c0) << 12) ^ (((s0 << 13) ^ s0) >> 19);
            next_s1 = ((s1 & c1) << 4) ^ (((s1 << 2) ^ s1) >> 25);
            next_s2 = ((s2 & c2) << 17) ^ (((s2 << 3) ^ s2) >> 11);
            next_urng_out = next_s0 ^ next_s1 ^ next_s2;
				next_done = 1'b1;
				next_state = IDLE;
			end
		endcase
	end
	assign urng_out = urng_out_r[N-1:0];
	assign send = done;
endmodule
module debounce (
	input wire clk, rst, btn,
	output reg db_level, db_tick
);
localparam [1:0]
				zero = 2'b00,
				wait0 = 2'b01,
				one = 2'b10,
				wait1 = 2'b11;
localparam N = 21;   
reg [N-1:0] q_reg, q_next;
reg [1:0] state, next_state;
always @(posedge clk, negedge rst) begin
	if(!rst) begin
		state <= zero;
		q_reg <= 0;
	end else begin
		state <= next_state;
		q_reg <= q_next;
	end
end
always @* begin
	next_state = state;  
	q_next = q_reg;  
	db_tick = 1'b0;  
	case (state)
	zero : begin
		db_level = 1'b0;
		if (!btn) begin
			next_state = wait1;
			q_next = {N{1'b1}};  
		end
	end
	wait1 : begin
	db_level = 1'b0;
		if (!btn) begin
			q_next = q_reg - 1;
			if (q_next == 0) begin
				next_state = one;
				db_tick = 1'b1;
			end
		end else  
			next_state = zero;
	end
	one : begin
	db_level = 1'b1;
	if (btn) begin
		next_state = wait0;
		q_next = {N{1'b1}};  
		end
	end
	wait0 : begin   
	db_level = 1'b1;
	if (btn) begin
		q_next = q_reg - 1;
		if (q_next == 0)
		next_state = zero;
		end
	else  
		next_state = one;
	end
	default : next_state = zero;
	endcase
end
endmodule
module mod_m_counter
	#(
		parameter N=9,  
					 M=325	 
	)
	(
		input wire clk, rst,
		output wire max_tick,
		output wire [N-1:0] q
	);
	reg [N-1:0] r_reg;
	wire [N-1:0] r_next;
	always @(posedge clk or negedge rst) begin
		if(~rst)
			r_reg <= 0;
		else
			r_reg <= r_next;
	end
	assign r_next = (r_reg == (M - 1)) ? 0 : r_reg + 1;
	assign q = r_reg;
	assign max_tick = (r_reg == (M - 1)) ? 1'b1 : 1'b0;
endmodule
module mux #(parameter N = 8)(
	input wire select,
	input wire [N-1:0] in_1, in_2,
	output wire [N-1:0] out
);
	assign out = (select ? in_2 : in_1);
endmodule
module scrambler
#(parameter N = 8)(
	input wire clk, rst, en,
	input wire [N-1:0] seed, data_in,
	output wire send_to_uart,
	output wire [N-1:0] data_out,
	output reg [N-1:0] data_in_reg
);
localparam IDLE = 1'b0, SCRAM = 1'b1;
reg state, next_state;
reg send_to_uart_reg, next_send_to_uart_reg;
reg [N-1:0] seed_reg, next_seed_reg;
reg [N-1:0] data_scram, next_data_scram;
reg [3:0] counter, counter_reg;
always @(posedge clk or negedge rst) begin
	if(!rst) begin
		state <= 0;
		send_to_uart_reg <= 0;
		seed_reg <= {N{1'b0}};
		data_scram <= {N{1'b0}};
		counter <= 0;
	end else begin
		state <= next_state;
		data_scram <= next_data_scram;
		seed_reg <= next_seed_reg;
		send_to_uart_reg <= next_send_to_uart_reg;
		counter <= counter_reg;
	end
end
always @* begin
	next_state = state;
	next_data_scram = data_scram;
	next_seed_reg = seed_reg;
	next_send_to_uart_reg = send_to_uart_reg;
	counter_reg = counter;
	case(state)
		IDLE: begin
			next_send_to_uart_reg = 0;
			counter_reg = 0;
			data_in_reg = data_in;
			if(en) begin
				next_state = SCRAM;
				next_seed_reg = seed;
				next_data_scram = data_scram;
			end
		end
		SCRAM: begin
			if(counter == 4'b0111) begin
				next_state = IDLE;
				next_data_scram = next_seed_reg;
				next_send_to_uart_reg = 1'b1;
			end else begin
				counter_reg = counter_reg + 1;
				next_seed_reg = {seed_reg[N-2:0], seed_reg[N-1] ^ seed_reg[N-2] ^ seed_reg[2]};
			end
		end
	endcase
end
assign data_out = data_in ^ data_scram;
assign send_to_uart = send_to_uart_reg;
endmodule
module uart_tx
	#(parameter DBIT = 8,		 
					SB_TICK = 16	 
	)
	(
	 input wire clk, reset, tx_start, s_tick,
	 input wire [7:0] din,
	 output reg tx_done_tick,
	 output wire tx
	);
	localparam [1:0]
		idle = 2'b00,
		start = 2'b01,
		data = 2'b10,
		stop = 2'b11;
	reg [1:0] state, next_state;
	reg [3:0] s_reg, s_next;
	reg [2:0] n_reg, n_next;
	reg [7:0] din_reg, din_next;
	reg tx_reg, tx_next;
	always @(posedge clk, negedge reset)
		if(!reset) begin
			state <= 0;
			s_reg <= 0;
			n_reg <= 0;
			din_reg <= 0;
			tx_reg <= 1'b1;
		end else begin
			state <= next_state;
			s_reg <= s_next;
			n_reg <= n_next;
			din_reg <= din_next;
			tx_reg <= tx_next;
		end
	always @*
	begin
		next_state = state;
		tx_done_tick = 1'b0;
		s_next = s_reg;
		n_next = n_reg;
		din_next = din_reg;
		tx_next = tx_reg;
		case(state)
			idle:
				begin
					tx_next = 1'b1;
					if(tx_start)
						begin
							next_state = start;
							s_next = 0;
							din_next = din;
						end
				end
			start:
				begin
					tx_next = 1'b0;
					if(s_tick)
						if(s_reg ==15)
							begin
								next_state = data;
								s_next = 0;
								n_next = 0;
							end
						else
							s_next = s_reg + 1'b1;
				end
			data:
				begin
					tx_next = din_reg[0];
					if(s_tick)
						if(s_reg==15)
							begin
								s_next = 0;
								din_next = din_reg >> 1;
								if(n_reg == (DBIT-1))
									next_state = stop;
								else
									n_next = n_reg + 1'b1;
							end
						else
							s_next = s_reg +1'b1;
				end
			stop:
				begin
					tx_next = 1'b1;
					if(s_tick)
						if(s_reg == (SB_TICK-1))
							begin
								next_state = idle;
								tx_done_tick = 1'b1;
							end
						else
							s_next = s_reg + 1'b1;
				end
		endcase
	end
	assign tx = tx_reg;
endmodule
==> flow/run.sh <==
#!/bin/bash
# OpenROAD 26Q1-2900-gdf79404cd8, Yosys 0.63+post, stock flow scripts
make -C /OpenROAD-flow-scripts/flow DESIGN_CONFIG=/design/flow/config.mk WORK_HOME=/design/flow/orfs finish
==> flow/config.mk <==
export PLATFORM = sky130hd
export DESIGN_NAME = CRYPTO_PROCESSOR
export DESIGN_NICKNAME = CRYPTO_PROCESSOR
export VERILOG_FILES = /design/flow/design.v
export SDC_FILE = /design/flow/constraint.sdc
export NUM_CORES = 4
export LEC_CHECK = 1
export CORE_UTILIZATION = 40
==> flow/constraint.sdc <==
current_design CRYPTO_PROCESSOR

set clk_period 8.4
set clk_io_pct 0.2

create_clock -name clk0 -period $clk_period [get_ports {clk}]

set non_clock_inputs [all_inputs -no_clocks]
set_input_delay [expr $clk_period * $clk_io_pct] -clock clk0 $non_clock_inputs
set_output_delay [expr $clk_period * $clk_io_pct] -clock clk0 [all_outputs]
==> impl_metrics.xml <==
<?xml version="1.0" encoding="UTF-8"?>
<metrics>
  <group name="worst_hold_path">
    <metric name="hold_path.startpoint" unit="">uart_tx_mod.din_reg[2]</metric>
    <metric name="worstHoldPathType" unit="">flop to flop</metric>
    <metric name="min_delay_path_depth" unit="">2</metric>
    <metric name="endpoint_of_the_worst_hold_timing_path" unit="">uart_tx_mod.din_reg[2]</metric>
  </group>
  <group name="power">
    <metric name="vdd_drop_max" unit="V">0.000129</metric>
    <metric name="p_comb_frac" unit="">0.044</metric>
    <metric name="design_power_total" unit="mW">1.76</metric>
    <metric name="power.density" unit="nW/um^2">191</metric>
    <metric name="power_leakage" unit="nW">3.79</metric>
    <metric name="power.share.sequential" unit="">0.498</metric>
    <metric name="clock_power_share" unit="">0.458</metric>
    <metric name="p_int" unit="mW">1.36</metric>
    <metric name="net_sw_power" unit="mW">0.406</metric>
    <metric name="power.switching_fraction" unit="">0.230</metric>
  </group>
  <group name="route">
    <metric name="drt-initial-drc-count" unit="">294</metric>
    <metric name="detail_route.drc_violations" unit="">0</metric>
    <metric name="drt_total_wl" unit="mm">14.2</metric>
    <metric name="dr.pass1.iters" unit="">4</metric>
    <metric name="antenna_cells" unit="">0</metric>
    <metric name="route.detailed.wl_per_inst" unit="um">14.0</metric>
    <metric name="detail_route.vias_per_cell" unit="">5.15</metric>
    <metric name="ant_nets" unit="">0</metric>
    <metric name="vias" unit="">5218</metric>
  </group>
  <group name="yosys">
    <metric name="syn-cell-area" unit="sq um">8170</metric>
    <metric name="synth.yosys.chip_area" unit="sq um">8170</metric>
    <metric name="synth_cells" unit="">725</metric>
    <metric name="synth_warnings" unit="">6</metric>
    <metric name="ff_type" unit="">dfrtp_1</metric>
    <metric name="syn_area_per_cell" unit="sq um">11.3</metric>
    <metric name="postSynth.asyncResetShare" unit="">0.956</metric>
    <metric name="yosys_register_bits" unit="">182</metric>
    <metric name="ys_cells" unit="">725</metric>
    <metric name="number_of_flops_mapped_to_enable_cells_by_yosys" unit="">0</metric>
    <metric name="synth.lib_cells_used.distinct" unit="">54</metric>
  </group>
  <group name="worst_setup_path">
    <metric name="data_arrival_time_of_the_critical_path" unit="ps">3220</metric>
    <metric name="max_stage_delay" unit="ps">750</metric>
    <metric name="slowest_stage" unit="">clkdlybuf4s50_1</metric>
    <metric name="start_kind" unit="">input port</metric>
    <metric name="worst_r2r_path_depth" unit="">8</metric>
    <metric name="timing.reg2reg.setup_slack" unit="ps">5220</metric>
    <metric name="crit_top_cell" unit="">clkdlybuf4s50_1</metric>
    <metric name="critPathBufInv" unit="">2</metric>
    <metric name="worstSetupPathType" unit="">input port to output pin</metric>
    <metric name="critical_path.max_fanout" unit="">8</metric>
    <metric name="crit_path_end_kind" unit="">output pin</metric>
    <metric name="timing.critical_path.required" unit="ps">6720</metric>
    <metric name="timing.critical_path.cells" unit="">clkdlybuf4s50_1 -&gt; mux2_2 -&gt; clkdlybuf4s50_1</metric>
    <metric name="reg2reg_from" unit="">btn_debounce.q_reg[0]</metric>
    <metric name="critical_path.reg2reg.endpoint" unit="">crypto_mod.taus.state</metric>
    <metric name="family_of_cells_with_the_greatest_summed_delay_on_the_critical_path" unit="">buffers and inverters</metric>
  </group>
  <group name="cells_and_area">
    <metric name="area.sequential" unit="sq um">4540</metric>
    <metric name="largest_registers_in_the_final_layout" unit="">crypto_mod.taus.s0 (31), crypto_mod.taus.s1 (29), crypto_mod.taus.s2 (28)</metric>
    <metric name="layoutNonFillerInstCount" unit="">1014</metric>
    <metric name="fillers" unit="">1704</metric>
    <metric name="area_growth" unit="%">12.8</metric>
    <metric name="final_core_util" unit="">0.468</metric>
    <metric name="max_flop_register" unit="">crypto_mod.taus.s0</metric>
    <metric name="drive_above_1_share" unit="">0.230</metric>
    <metric name="logic_area" unit="sq um">3470</metric>
    <metric name="largest_register_ffs" unit="">31</metric>
  </group>
  <group name="grt">
    <metric name="antenna_found_initial" unit="">0</metric>
    <metric name="grt_first_pass_wirelength" unit="mm">24.6</metric>
    <metric name="grt_overflow" unit="">0</metric>
    <metric name="grt_start_max_net_pins" unit="">71</metric>
    <metric name="globalRouteTotalUtil" unit="">0.145</metric>
    <metric name="via_count_of_the_first_global_routing_pass" unit="">5067</metric>
  </group>
  <group name="timing">
    <metric name="period_minus_slack" unit="ps">4900</metric>
    <metric name="untimed_endpoints" unit="">8</metric>
    <metric name="report.final.setup_viol" unit="">0</metric>
    <metric name="timing_hold_violations_final" unit="">0</metric>
    <metric name="layout_worst_path_cycle_share" unit="">0.584</metric>
    <metric name="rsz0062_at_grt" unit="">false</metric>
    <metric name="max_slew.worst_pin.slew" unit="ps">944</metric>
    <metric name="finalClockSkew" unit="ps">7.43</metric>
    <metric name="max_freq" unit="MHz">204</metric>
    <metric name="fin_setup_tns" unit="ps">0</metric>
    <metric name="slew-limit-headroom" unit="">0.366</metric>
    <metric name="unclocked_regs" unit="">8</metric>
    <metric name="maxSlewViolCount" unit="">0</metric>
  </group>
  <group name="die">
    <metric name="design.core.area" unit="sq um">19700</metric>
    <metric name="floorplan.die_area" unit="sq um">21000</metric>
    <metric name="boundaryPins" unit="">21</metric>
    <metric name="die_height" unit="um">145</metric>
    <metric name="std_cell_rows" unit="">51</metric>
    <metric name="chipWidth" unit="um">145</metric>
    <metric name="fp_util" unit="">0.414</metric>
  </group>
  <group name="clocking">
    <metric name="cts-root-to-sink-buffers" unit="">2</metric>
    <metric name="cts_buffers" unit="">17</metric>
    <metric name="clk_transition_reported_paths" unit="ps">70</metric>
    <metric name="clkLatencyLatePin" unit="ps">420</metric>
    <metric name="cts.htree.levels" unit="">4</metric>
    <metric name="cts_repair_resizes" unit="">0</metric>
    <metric name="root_buffer" unit="">clkbuf_16</metric>
    <metric name="cts_hold_buffers" unit="">0</metric>
    <metric name="cts_setup_buffers" unit="">0</metric>
    <metric name="cts_tree" unit="">yes</metric>
  </group>
  <group name="placed_design">
    <metric name="portBuffers" unit="">20</metric>
    <metric name="globalplace.congestion" unit="">0.872</metric>
    <metric name="detailed_place_hpwl" unit="mm">9.17</metric>
    <metric name="placedCellCount" unit="">982</metric>
  </group>
  <group name="flow_run">
    <metric name="warnings" unit="">27</metric>
    <metric name="max_cap_check_violation_count" unit="">0</metric>
  </group>
  <group name="status">
    <metric name="status" unit="">finished clean</metric>
  </group>
</metrics>
## per-layer routing
layer  up-vias  track usage  part of all wire
li1       2554            -                 -
met1      2557        0.239              0.50
met2       101        0.215              0.45
met3         6       0.0285             0.037
met4         0       0.0144            0.0065
met5         -            0                 0
## how the worst max path moves through the flow
stage,startpoint,to,cells after the start
global route,select,led_out[5],3
finish,select,led_out[6],3
CTS,select,led_out[6],3
## final cells by class
cell class	count	area share
flip-flops and latches	182	0.492
clock buffers	17	0.0461
multi-input cells	503	0.376
clock inverters	15	0.0199
well taps	265	0.0360
repair buffers	26	0.0267
inverters	6	0.00244
## cells in the final DEF (no fill, tap or decap), types with 7 or more instances in the layout
| master | n |
|---|---|
| nand2_1 | 37 |
| nor2b_1 | 12 |
| a31oi_1 | 7 |
| nand3_1 | 10 |
| clkbuf_16 | 17 |
| dfstp_2 | 49 |
| o31ai_1 | 15 |
| xor2_1 | 15 |
| ha_1 | 8 |
| dfrtp_1 | 124 |
| nor2_1 | 85 |
| o21ai_0 | 33 |
| a21oi_1 | 61 |
| xnor2_1 | 63 |
| dlxtn_1 | 8 |
| mux2_2 | 75 |
| mux2i_1 | 9 |
| clkdlybuf4s50_1 | 19 |
| nor3_1 | 8 |
## power groups by stage
stage / clock network, mW / logic (mW) / registers, mW
4_1_cts: 0.827 / 0.0784 / 0.877
5_1_grt: 0.864 / 0.0878 / 0.881
6_report: 0.808 / 0.0769 / 0.877
## per-stage QoR
step	worst slack [ps]	hold slack (ps)	cell area (sq um)
floorplan	4430	352	8170
finish	3500	479	9220
global placement	3510	460	8610
detailed placement	3490	467	8610
global route	3450	508	9220
CTS	3490	477	9220
## worst reg2reg max path, cell delays in order, from the launching register on
cell	delay (ps)
dfrtp_1	450
inv_1	90
ha_1	270
or4b_1	610
or3_1	530
or4b_4	560
xor2_1	190
and3_4	220
and4_1	170
## logic make-up (layout without fill, tap and decap cells)
logic type      Yosys count  after routing  synth area share
mux                      84             84             0.114
xor+xnor                 78             78            0.0836
compound gates          140            140             0.101
buf+inv                  40             64            0.0204
simple gates            193            193             0.113
flops                   174            174             0.540
latches                   8              8            0.0147
fa+ha+maj                 8              8            0.0122
## cell usage after synthesis (all sizes together), types with 3 or more instances
cell type	instances	area share
or4b	3	0.0041
nand3	10	0.0061
a21o	4	0.0037
a31oi	7	0.0054
nand2b	4	0.0031
o21ai	34	0.021
nand4	6	0.0046
xor2	15	0.016
and3	5	0.0044
buf	6	0.0046
xnor2	63	0.068
nor4	5	0.0046
mux2	75	0.10
or3	5	0.0038
o31ai	15	0.014
dlxtn	8	0.015
mux2i	9	0.011
inv	6	0.0028
dfstp	49	0.16
nor2b	12	0.0092
nand2	37	0.017
nor2	85	0.039
dfrtp	125	0.38
nor3	8	0.0049
ha	8	0.012
or4	4	0.0037
a21oi	61	0.037
a22o	3	0.0032
clkbuf	28	0.013
Power and IR drop assume default switching activity.
