`/design/flow/run.sh`:
```
#!/bin/bash
# OpenROAD 26Q1-2900-gdf79404cd8, Yosys 0.63+post, stock flow scripts
make -C /OpenROAD-flow-scripts/flow DESIGN_CONFIG=/design/flow/config.mk WORK_HOME=/design/flow/orfs finish
```
`/design/flow/config.mk`:
```
export PLATFORM = sky130hd
export DESIGN_NAME = Moving_Average
export DESIGN_NICKNAME = Moving_Average
export VERILOG_FILES = /design/flow/design.v
export SDC_FILE = /design/flow/constraint.sdc
export NUM_CORES = 4
export LEC_CHECK = 1
export CORE_UTILIZATION = 30
```
`/design/flow/constraint.sdc`:
```
current_design Moving_Average

set clk_period 9.6
set clk_io_pct 0.2

create_clock -name clk0 -period $clk_period [get_ports {clk}]

set non_clock_inputs [all_inputs -no_clocks]
set_input_delay [expr $clk_period * $clk_io_pct] -clock clk0 $non_clock_inputs
set_output_delay [expr $clk_period * $clk_io_pct] -clock clk0 [all_outputs]
```
`/design/flow/design.v`:
```
module Moving_Average #(parameter N = 16)(
  input wire [N-1:0] data_in,
  input clk, rst, fit_data,
  output wire isFiltered,
  output wire [N-1:0] data_out
);
  parameter WINDOW_SIZE = 4;
  reg [N-1:0] data_out_reg;
  reg [N+1:0] sum;
  reg isFiltered_reg;
  integer i;
  always @(posedge clk or negedge rst) begin
	if(!rst) begin
		data_out_reg <= 0;
		sum <= 0;
		isFiltered_reg <= 0;
		i <= 0;
	end else if(fit_data) begin
		sum <= sum + data_in;
		isFiltered_reg <= 0;
		i <= i + 1;
	end else begin
		if(i >= 4) begin
			data_out_reg <= sum / WINDOW_SIZE;
			isFiltered_reg <= 1'b1;
			sum <= 0;
			i <= 0;
		end
		else
			isFiltered_reg <= 0;
	end
  end
  assign data_out = data_out_reg;
  assign isFiltered = isFiltered_reg;
endmodule
```
==> summary.txt <==
Quick summary of the implementation run below.

The actual slew at the worst max-slew pin came out at 0.7570 ns. For the worst reg-to-reg path, the startpoint reported by OpenROAD is i[30]$_DFFE_PN0P_. In the routed layout, each cell is associated on average with a via count of 5.158. In this run the most critical hold path is launched from i[31]$_DFFE_PN0P_. According to the CTS report, the clock sink count is 67. On the critical path the largest part of the delay comes from buffers and inverters. The buffers plus inverters on the worst setup path is 3.

For met2 alone, demand over resource in global routing was 0.2045. For this run the aggregate overflow at the end of global routing stands at 0. In this run, synthesis inferred 0 flip-flops with an integrated enable.

The largest fanout of any net on the critical path is 28. Nets still carrying antenna violations after routing amount to 0. Per the synth stats, the proportion of register bits with asynchronous set or reset is 1.000. Post-CTS repair ended up resizing 0 cells. Per the post-CTS timing run, clock transition at the registers of the reported paths is 0.05 ns.

In this build the clock could be raised as far as 238.1 MHz. The global-route met3 utilization is 0.02312. The area of the core region came out at 11960 µm².

The largest stage delay on the critical path came out at 0.78 ns. The number of warning messages in the logs is 27. The synthesis stat section lists a flop and latch total of 67.

The relative slew slack is 0.4953. The clock buffer count from CTS came out at 9. The die is 112.7 µm tall. The number of flip-flops under the largest register name is 32. The setup slack after placement is 5.034 ns. The yosys stat chip area came out at 3674 µm². For this run, the number of standard cells in the final layout without fillers is 563. The post-route clock skew is 0.007676 ns. The path depth of the worst reg2reg path came out at 6.

The global-route wire length before repair came out at 13830 µm. TritonCTS built the clock tree. The cell sitting at the root of the clock tree is a sky130_fd_sc_hd__clkbuf_16.

The arrival time of data at the critical path endpoint came out at 4.41 ns. The cell at the slowest stage of the critical path is sky130_fd_sc_hd__clkdlybuf4s50_1. The script logs the mean routed wire length per placed instance as 13.74 µm.

The area growth from synthesis to layout is 22.85%. From left edge to right edge, the die measures 112.7 µm. The initial antenna violation count is 0. As logged by OpenROAD, the buffers inserted on ports number 35. The data required time at the worst endpoint came out at 9.81 ns. The violation count after the first detailed-route iteration is 116. The main area contributors are sky130_fd_sc_hd__dfrtp_1, sky130_fd_sc_hd__ha_1, sky130_fd_sc_hd__o21ai_0, sky130_fd_sc_hd__mux2_2, sky130_fd_sc_hd__nand3_1. In the hold report, the worst path ends at i[31]$_DFFE_PN0P_. The number of warnings reported in the yosys synthesis log is 1. The gate count of the mapped netlist came out at 373. After routing the design area is 4513 µm².

The worst setup path is launched from an input pin. Per the synth stats, the flop cell with the highest instance count is sky130_fd_sc_hd__dfrtp_1. The placed wire-length estimate after detailed placement is 5365 µm.

The final max-slew violation count is 0. In this run, post-CTS hold repair placed 0 buffers. For this configuration, the core starts out at a cell density of 0.3071. The total wire length after detailed routing is 7736 µm.

The number of instances in the placed design came out at 547. The placed cell area came out at 4151 µm². The reg-to-reg endpoint is data_out_reg[6]$_DFFE_PN0P_. The share of the Yosys chip area taken by registers is 0.4564. Setup repair after global routing left no endpoint under its margin.

The number of distinct library cells after synthesis is 52. On met1, the global router reports a usage of 0.2149. The number of standard cells reported by yosys is 373. In this run the mean area of a mapped cell was 9.849 µm². The number of buffers inserted to repair setup after CTS is 0. For reference, the top cells by count after synthesis are sky130_fd_sc_hd__dfrtp_1, sky130_fd_sc_hd__nand2_1, sky130_fd_sc_hd__o21ai_0. The shortest period the worst path allows is 4.201 ns. The floorplan report gives the top-level pin count as 36. met1 is the most crowded layer. The cell type that accounts for the most area after synthesis is sky130_fd_sc_hd__dfrtp_1. The floorplan has 40 rows. The number of max-capacitance violations reported came out at 0. The worst vdd rail ir drop is 136.4 µV. The clock latency reported for the late side of the worst-skew pair came out at 0.33 ns. The critical path goes through clkdlybuf4s50_1 -> inv_1 -> nand2b_2 -> buf_4 -> mux2_2. The most popular library cell in the synthesized design by count is sky130_fd_sc_hd__dfrtp_1. The post-route worst setup slack is 5.399 ns.

The first-pass detailed-route iteration total is 4. The total track usage came out at 0.1358. The flow reported a cell area power density of 284.8 nW/µm². The antenna diode count is 0.

The maximum level of the CTS H-tree came out at 3. The flow ran to the end, and the final reports show no timing, DRC or antenna violations. The hold violation total from the final report came out at 0.

The routed layout has 2904 vias. Checking hold timing, the worst path is listed with class flop to flop. The area share of the leading cell type in the synthesized netlist came out at 0.4564. The largest net degree at the start of global routing is 35. The fraction of layout instances using a drive strength above 1 is 0.1106. STA classifies the critical path endpoint as a flop. The deepest clock path buffer count came out at 2.

For reference, the most critical setup path is categorized as input pin to flop. The number of DRC violations after detailed routing is 0. The leakage component of the power came out at 0.001918 µW. In the final timing run, aggregate negative setup slack is 0 ns.

The via count of the first global-routing pass is 2874. The final count of negative-setup-slack endpoints is 0. The final weighted congestion of routability-driven global placement is 0.8440. The area of the die is 12690 µm². The final worst-path cycle share came out at 0.4376.

In the hold timing report, the worst path depth is 1. The cell area after synthesis is 3674 µm². The worst reg-to-reg setup slack is 7.08 ns.
## cell families (layout without fill, tap and decap cells)
kind of cell	Yosys count	after routing	share of synthesized area
muxes	19	19	0.05688
adders and majority gates	19	19	0.06676
xor gates and xnor gates	13	13	0.03099
DFF	67	67	0.4564
and+or+nand+nor	140	140	0.1935
AOI/OAI and AO/OA	93	93	0.1645
buffers and inverters	22	65	0.03099
## placed cells by master (no fill, tap or decap), drive strengths merged, types with 4 or more instances in the layout
| master | count |
|---|---|
| and2 | 5 |
| and4 | 4 |
| ha | 18 |
| clkdlybuf4s50 | 34 |
| xnor2 | 5 |
| mux2 | 15 |
| nand3 | 32 |
| and3 | 6 |
| nor2 | 13 |
| a21oi | 18 |
| nand2 | 43 |
| xor2 | 8 |
| o31ai | 10 |
| o21ai | 36 |
| nand4 | 9 |
| clkbuf | 12 |
| o211ai | 10 |
| nand2b | 7 |
| inv | 12 |
| nor3 | 8 |
| nor4 | 6 |
| mux2i | 4 |
| dfrtp | 67 |
## worst max path at each step
stage | to | cells past startpoint | startpoint | slack (ns)
after CTS | data_out_reg[10]$_DFFE_PN0P_ | 5 | fit_data | 5.39
after global routing | data_out_reg[8]$_DFFE_PN0P_ | 5 | fit_data | 5.22
final | data_out_reg[6]$_DFFE_PN0P_ | 5 | fit_data | 5.40
## power by group
part           switching [µW]  internal, µW  total, µW  leakage [µW]
clock network             116           274        390      0.000179
registers                53.5           361        414      0.000880
logic                     241           240        480      0.000859
total                     410           875       1290       0.00192
## cell type report
class | instances | area [µm²]
clock buffer | 12 | 266.5
clock inverter | 4 | 95.09
fill | 1163 | 7448
inverter | 12 | 45.04
multi-input combinational | 284 | 1886
sequential | 67 | 1677
tap | 147 | 183.9
timing repair buffer | 37 | 360.3
## worst register-to-register path: cells and delay by family, from the launching register on
kind	cells	cell delay [ns]
AND-OR/OR-AND	1	0.21
buffers and inverters	1	0.41
flip-flops	1	0.41
multiplexers	1	0.38
AND/OR/NAND/NOR	3	0.98
## metrics by stage
step                      utilization  power [µW]  hold slack, ns
after floorplan                     -       750.0          0.4257
after global placement         0.3471       894.4          0.4541
after detailed placement       0.3471       897.0          0.4572
after CTS                      0.3773        1297          0.4657
after global routing           0.3773        1386          0.4878
final                          0.3773        1285          0.4677
## routing by layer
metal / routed length (µm) / vias up / share of wire
met5: 0 / - / 0
met3: 289 / 9 / 0.037
met2: 3428 / 61 / 0.44
li1: - / 1454 / -
met4: 108 / 0 / 0.014
met1: 3909 / 1380 / 0.51
Power and IR drop assume default switching activity.
